==> /design/flow/run.sh <==
#!/bin/bash
# OpenROAD 26Q1-2900-gdf79404cd8, Yosys 0.63+post, stock flow scripts
make -C /OpenROAD-flow-scripts/flow DESIGN_CONFIG=/design/flow/config.mk WORK_HOME=/design/flow/orfs finish
==> /design/flow/config.mk <==
export PLATFORM = sky130hd
export DESIGN_NAME = riscv_register_file
export DESIGN_NICKNAME = riscv_register_file
export VERILOG_FILES = /design/flow/design.v
export SDC_FILE = /design/flow/constraint.sdc
export NUM_CORES = 4
export LEC_CHECK = 1
export CORE_UTILIZATION = 40
==> /design/flow/constraint.sdc <==
current_design riscv_register_file

set clk_period 9.5
set clk_io_pct 0.2

create_clock -name clk0 -period $clk_period [get_ports {clk}]

set non_clock_inputs [all_inputs -no_clocks]
set_input_delay [expr $clk_period * $clk_io_pct] -clock clk0 $non_clock_inputs
set_output_delay [expr $clk_period * $clk_io_pct] -clock clk0 [all_outputs]
==> /design/flow/design.v <==
package apu_core_package;
   parameter SHARED_INT_MULT   = 0;
   parameter APU_FLAGS_FP    = 2;
   parameter APU_FLAGS_FPNEW = 3;
   parameter PIPE_REG_DSP_MULT  = 1;
   parameter APU_FLAGS_DSP_MULT = 0;
   parameter APU_FLAGS_INT_MULT = 1;
   parameter PIPE_REG_ADDSUB  = 1;
   parameter PIPE_REG_MULT = 1;
   parameter PIPE_REG_CAST = 1;
   parameter PIPE_REG_MAC = 2;
   parameter PIPE_REG_DIV = 4;
   parameter PIPE_REG_SQRT = 5;
endpackage  
module riscv_register_file
#(
    parameter ADDR_WIDTH    = 5,
    parameter DATA_WIDTH    = 32,
    parameter FPU           = 0,
    parameter Zfinx         = 0
)
(
    input  logic         clk,
    input  logic         rst_n,
    input  logic         test_en_i,
    input  logic [ADDR_WIDTH-1:0]  raddr_a_i,
    output logic [DATA_WIDTH-1:0]  rdata_a_o,
    input  logic [ADDR_WIDTH-1:0]  raddr_b_i,
    output logic [DATA_WIDTH-1:0]  rdata_b_o,
    input  logic [ADDR_WIDTH-1:0]  raddr_c_i,
    output logic [DATA_WIDTH-1:0]  rdata_c_o,
    input logic [ADDR_WIDTH-1:0]   waddr_a_i,
    input logic [DATA_WIDTH-1:0]   wdata_a_i,
    input logic                    we_a_i,
    input logic [ADDR_WIDTH-1:0]   waddr_b_i,
    input logic [DATA_WIDTH-1:0]   wdata_b_i,
    input logic                    we_b_i
);
  localparam    NUM_WORDS     = 2**(ADDR_WIDTH-1);
  localparam    NUM_FP_WORDS  = 2**(ADDR_WIDTH-1);
  localparam    NUM_TOT_WORDS = FPU ? ( Zfinx ? NUM_WORDS : NUM_WORDS + NUM_FP_WORDS ) : NUM_WORDS;
  logic [NUM_WORDS-1:0][DATA_WIDTH-1:0]     mem;
  logic [NUM_FP_WORDS-1:0][DATA_WIDTH-1:0]  mem_fp;
  logic [ADDR_WIDTH-1:0]                    waddr_a;
  logic [ADDR_WIDTH-1:0]                    waddr_b;
  logic [NUM_TOT_WORDS-1:0]                 we_a_dec;
  logic [NUM_TOT_WORDS-1:0]                 we_b_dec;
  if (FPU == 1 && Zfinx == 0) begin
     assign rdata_a_o = raddr_a_i[5] ? mem_fp[raddr_a_i[4:0]] : mem[raddr_a_i[4:0]];
     assign rdata_b_o = raddr_b_i[5] ? mem_fp[raddr_b_i[4:0]] : mem[raddr_b_i[4:0]];
     assign rdata_c_o = raddr_c_i[5] ? mem_fp[raddr_c_i[4:0]] : mem[raddr_c_i[4:0]];
  end else begin
     assign rdata_a_o = mem[raddr_a_i[4:0]];
     assign rdata_b_o = mem[raddr_b_i[4:0]];
     assign rdata_c_o = mem[raddr_c_i[4:0]];
  end
  assign waddr_a = waddr_a_i;
  assign waddr_b = waddr_b_i;
  always_comb
  begin : we_a_decoder
    for (int i = 0; i < NUM_TOT_WORDS; i++) begin
      if (waddr_a == i)
        we_a_dec[i] = we_a_i;
      else
        we_a_dec[i] = 1'b0;
    end
  end
  always_comb
  begin : we_b_decoder
    for (int i=0; i<NUM_TOT_WORDS; i++) begin
      if (waddr_b == i)
        we_b_dec[i] = we_b_i;
      else
        we_b_dec[i] = 1'b0;
    end
  end
  genvar i,l;
  generate
    always_ff @(posedge clk or negedge rst_n) begin
      if(~rst_n) begin
        mem[0] <= 32'b0;
      end else begin
        mem[0] <= 32'b0;
      end
    end
    for (i = 1; i < NUM_WORDS; i++)
    begin : rf_gen
      always_ff @(posedge clk, negedge rst_n)
      begin : register_write_behavioral
        if (rst_n==1'b0) begin
          mem[i] <= 32'b0;
        end else begin
          if(we_b_dec[i] == 1'b1)
            mem[i] <= wdata_b_i;
          else if(we_a_dec[i] == 1'b1)
            mem[i] <= wdata_a_i;
        end
      end
    end
    if (FPU == 1 && Zfinx==0) begin
      for(l = 0; l < NUM_FP_WORDS; l++) begin
        always_ff @(posedge clk, negedge rst_n)
        begin : fp_regs
          if (rst_n==1'b0)
            mem_fp[l] <= '0;
          else if(we_b_dec[l+NUM_WORDS] == 1'b1)
            mem_fp[l] <= wdata_b_i;
          else if(we_a_dec[l+NUM_WORDS] == 1'b1)
            mem_fp[l] <= wdata_a_i;
        end
      end
    end
  endgenerate
endmodule
==> changes_impl.md <==
### Metrics

- Result of the run: complete, no violations
- Largest net degree at the start of global routing: 103
- Registers with the highest flip-flop counts: mem x480
- Combined global-route utilization of all metal layers: 0.316
- Worst Setup Path Type: in2out
- Initial antenna violation count: 6
- DRC marker count from the first detailed-route iteration: 2,278
- Final Routed Wirelength: 131 mm
- Total routed wire length on the met1 layer: 49.7 mm
- Final Skew: 0 ns
- Root Buffer: sky130_fd_sc_hd__clkbuf_16
- Vias per cell: 6.38
- Number of detailed-route iterations in the first pass: 7
- Most flops, register: mem
- Achievable clock frequency: 0.131 GHz
- Chip width: 295 um
- Chain of cells forming the critical path: clkbuf_8 > buf_4 > buf_4 > mux2_2 > a22oi_1 > or2_2 > a221oi_1 > clkdlybuf4s50_1
- Share of cells above drive strength 1: 0.168
- Data required, critical path: 7.60 ns
- Final HPWL DP: 78.1 mm
- Core region area: 85,100 um2
- Num Clock Sinks: 480
- Clock transition at the register clock pins on the worst setup and hold paths after CTS: 0.06 ns
- Synth Area per Inst: 10.2 um2
- Power density over the cells: 199 nW/um2
- Number of placed I/O pins: 190
- Highest metal layer with signal wires: met5
- Crit Path Max Fanout: 63
- Type of element capturing the critical path: primary output
- Unique cell type count in the Yosys netlist: 42
- Maximum ir drop on the vdd rail: 0.000162 V
- Chip Area, Yosys: 34,300 um2
- Unrepaired setup endpoints after global routing: no
- Number of OpenROAD warnings: 29
- Routed length per instance: 28.9 um
- Hold violation count in the final report: 0
- Data arrival time of the critical path: 5.76 ns
- Yosys Warn Count: 1
- Max reg flops: 480
- Number of clock buffers inserted by TritonCTS: 58
- Cell count in the Yosys report: 3,369
- Aggregate global routing overflow: 0
- Instance count of the mapped netlist: 3,369
- Post-CTS Resized: 0
- Aggregate negative setup slack: 0 ns
- Number of hold buffers added after cts: 0
- Max_cap viols: 0
- Port buffer count: 188
- Clock tree buffer depth: 3
- CP Buf/Inv Count: 4
- First-pass GRT wire length: 192 mm
- Late-Pin Clk Latency: 0.65 ns
- H-Tree Level Count: 2
- Biggest cell delay along the critical path: 0.69 ns
- Sum of met2 wire segment lengths after detailed routing: 59.0 mm
- Cycle use final: 0.807
- Setup slack of the worst register-to-register path: 8.69 ns
- Area of placed instances: 36,900 um2
- Headroom to the max-slew limit: 0.337
- Worst Max-Slew Pin Slew: 0.994 ns
- Library cell appearing most often on the critical path: sky130_fd_sc_hd__buf_4
- Die y size: 295 um
- Leakage: 16.8 nW
- Initial Utilization: 0.403
- Startpoint Class: primary input
- Area Growth Syn to Fin: 13.1%
- Post-CTS setup buffer count: 0
- Design Area, Final: 38,800 um2
- Routability congestion estimate from global placement: 0.908
- Worst min-delay path class: reg2reg
- Slowest cell on the critical path: sky130_fd_sc_hd__buf_4
- Routed length on met3: 15.6 mm
- Full die area: 87,000 um2
- Number of antenna-violating nets in the routed design: 0
- Final slew viol count: 0
- Final worst path period need: 7.66 ns
- Number of remaining DRC errors: 0
- Number of global-route vias before repair: 28,500
- # setup viols final: 0
- Post-synthesis sequential element count: 480
- Number of rows in the core area: 107
- Via count of the routed design: 28,900
- Top cell family by delay on the critical path: buffers and inverters
- Register area share after synthesis: 0.350
- Post-synthesis instance area: 34,300 um2
- TritonCTS clock tree: yes
-- final timing paths --
path                               from       endpoint  cells past startpoint
max in group asynchronous         rst_n       mem[176]                      3
max                        raddr_c_i[1]  rdata_c_o[28]                      8
min in group asynchronous         rst_n       mem[351]                      1
min                             mem[79]        mem[79]                      2
max reg2reg                    mem[149]       mem[149]                      2
min reg2reg                     mem[79]        mem[79]                      2
-- kinds of logic (layout without fill, tap and decap cells) --
group	count (synthesis)	in the layout	synth area share
AND-OR/OR-AND	751	751	0.132
buffers and inverters	365	380	0.0474
flip-flops	480	480	0.350
multiplexers	1004	1004	0.377
other	0	3	0
AND/OR/NAND/NOR	769	769	0.0935
-- layout by cell type, fill, tap and decap left out, types with 22 or more instances in the layout --
master | synthesis | routed
sky130_fd_sc_hd__clkbuf_16 | 0 | 58
sky130_fd_sc_hd__a21oi_1 | 416 | 416
sky130_fd_sc_hd__o21ai_0 | 57 | 57
sky130_fd_sc_hd__clkdlybuf4s50_1 | 0 | 174
sky130_fd_sc_hd__or2_2 | 34 | 34
sky130_fd_sc_hd__buf_4 | 20 | 87
sky130_fd_sc_hd__o22ai_1 | 42 | 41
sky130_fd_sc_hd__mux2_2 | 74 | 74
sky130_fd_sc_hd__o211ai_1 | 23 | 23
sky130_fd_sc_hd__a22oi_1 | 50 | 50
sky130_fd_sc_hd__a32oi_1 | 23 | 23
sky130_fd_sc_hd__a211oi_1 | 22 | 22
sky130_fd_sc_hd__a22o_1 | 23 | 23
sky130_fd_sc_hd__dfrtp_1 | 480 | 480
sky130_fd_sc_hd__nor2_1 | 484 | 482
sky130_fd_sc_hd__mux2i_1 | 706 | 706
sky130_fd_sc_hd__mux4_2 | 224 | 224
sky130_fd_sc_hd__a221oi_1 | 63 | 63
sky130_fd_sc_hd__nand4_1 | 23 | 23
sky130_fd_sc_hd__nand2_1 | 183 | 168
-- worst register-to-register path, delay by kind of cell (launching register included) --
| kind | cells | cell delay, ns |
|---|---|---|
| AOI/OAI and AO/OA | 1 | 0.10 |
| DFF | 1 | 0.41 |
| muxes | 1 | 0.16 |
-- layout make-up --
cell class | count | area [um2]
antenna | 3 | 7.51
fill | 7961 | 46300
clock inverter | 19 | 178
multi-input combinational | 2524 | 21000
timing repair buffer | 272 | 2540
clock buffer | 89 | 1710
tap | 1144 | 1430
sequential | 480 | 12000
-- cells in the mapped netlist, drive strengths merged --
cell,instances,share of area
o2bb2ai,10,0.0027
clkbuf,191,0.021
buf,174,0.027
mux2,74,0.024
o22ai,47,0.0095
nor2,488,0.054
nor3b,1,0.00036
nand4,23,0.0042
nand2b,7,0.0013
o211ai,23,0.0050
a32oi,23,0.0059
o21ai,73,0.011
or2,42,0.0077
a22oi,50,0.011
a21oi,416,0.061
a211oi,22,0.0048
nor4bb,1,0.00029
nor4b,2,0.00087
a22o,23,0.0059
dfrtp,480,0.35
o2bb2a,1,0.00029
nor2b,11,0.0020
and2,1,0.00018
nand4b,2,0.00069
nand2,183,0.020
a221oi,63,0.016
nand4bb,2,0.00066
and4bb,2,0.00073
mux2i,706,0.21
mux4,224,0.15
and4b,1,0.00029
nand3,1,0.00015
and3,2,0.00036
-- stage by stage --
step | instances | hold WS, ns | power [mW] | util | setup slack, ns
floorplan | 3369 | 0.485 | 4.70 | - | 4.46
CTS | 4528 | 0.534 | 7.72 | 0.456 | 1.95
global placement | 4420 | 0.517 | 5.42 | 0.434 | 1.98
finish | 4531 | 0.539 | 7.72 | 0.456 | 1.84
detailed placement | 4420 | 0.517 | 5.47 | 0.434 | 1.95
global route | 4529 | 0.563 | 8.14 | 0.456 | 1.72
-- where the power goes --
part / internal (mW) / switching (mW)
Combinational: 1.27 / 1.01
Clock: 1.29 / 0.957
Sequential: 2.61 / 0.575
Total: 5.17 / 2.54
-- layer usage --
layer | GRT usage | up-vias
met5 | 0.00222 | -
met4 | 0.123 | 10
met3 | 0.127 | 356
met2 | 0.465 | 1584
met1 | 0.430 | 14400
li1 | - | 12500
Power figures rest on the tool's default switching activity, not on a simulated workload.
